**./design.v**
```verilog
module arithmetic_adder #(parameter WIDTH=8)(
  input wire [WIDTH-1:0] a,
  input wire [WIDTH-1:0] b,
  output reg [WIDTH:0] sum,
  output reg carry
);
  reg [WIDTH:0] temp_sum;
  reg temp_carry;
  always @* begin
    temp_sum = a + b;
    temp_carry = 0;
    for (int i = 0; i < WIDTH; i=i+1) 
    begin
      if (temp_sum[i] == 2'b10) 
      begin
        temp_sum[i] = 0;
        temp_carry = 1;
      end
      else if (temp_sum[i] == 2'b11) 
      begin
        temp_sum[i] = 1;
        temp_carry = 1;
      end
    end
  end
  assign sum = temp_sum;
  assign carry = temp_carry;
endmodule
```
**./run.sh**
```bash
#!/bin/bash
# OpenROAD 26Q1-2900-gdf79404cd8, Yosys 0.63+post, stock flow scripts
make -C /OpenROAD-flow-scripts/flow DESIGN_CONFIG=/design/flow/config.mk WORK_HOME=/design/flow/orfs finish
```
**./config.mk**
```make
export PLATFORM = sky130hd
export DESIGN_NAME = arithmetic_adder
export DESIGN_NICKNAME = arithmetic_adder
export VERILOG_FILES = /design/flow/design.v
export SDC_FILE = /design/flow/constraint.sdc
export NUM_CORES = 4
export LEC_CHECK = 1
export CORE_AREA = 10 10 70 70
export DIE_AREA = 0 0 80 80
```
**./constraint.sdc**
```tcl
current_design arithmetic_adder

set clk_period 5.1
set clk_io_pct 0.2

create_clock -name clk0 -period $clk_period

set non_clock_inputs [all_inputs -no_clocks]
set_input_delay [expr $clk_period * $clk_io_pct] -clock clk0 $non_clock_inputs
set_output_delay [expr $clk_period * $clk_io_pct] -clock clk0 [all_outputs]
```
==> deck_impl_summary.md <==
Run Summary

Global routing
  – Routing usage on met1: 0.0484
  – Initial antenna violation count: 0
  – Gr usage total: 0.0335
  – Grt total ovfl: 0
  – Met3 Track Usage GR: 0.0193
  – Pin count of the biggest net entering global routing: 7
  – First-pass GRT wire length: about 1.8 mm
  – Met2 Usage GRT: 0.0441
  – Vias in the first global route: 401
  – Gr busiest metal: met1

Worst setup path
  – CP max FO: 2
  – CP Launch Type: input port
  – Setup CP Type: in2out
  – Critical Path End Type: primary output
  – CP required: 4080 ps
  – Arrival @ worst endpoint: 3160 ps
  – Setup crit start: a[0]

Route
  – Vias per inst: around 3.4
  – Antenna Cells: 0
  – Antenna viol nets, final: 0
  – Final wirelength: approximately 1.1 mm
  – First-pass detailed-route iteration total: 4
  – Via total after detailed routing: about 390
  – DRT iter0 DRCs: 12
  – Residual DRC count: 0
  – Routed len/inst: around 9.5 um

Clocking
  – # Post-CTS Setup Buffers: 0
  – Cts-stage hold buffer count: 0
  – CTS resizes: 0

Floorplan
  – Die area: approximately 0.0064 sq mm
  – Die Y: about 80 um
  – Rows: 21
  – Core area: between 0.003 and 0.004 sq mm
  – Initial core utilization: 0.0982
  – I/O Pins: 26
  – Die x size: ~80 um

Layout
  – P&R area growth vs syn: 89.6%
  – Final Util: 0.186
  – Registers: 0
  – Layout cells sized above 1: 0.0147
  – CLK BUF: 0
  – FF+latch area: 0 sq um

Power and ir drop
  – Maximum VDD drop: between 40 and 50 uV
  – Internal Power: 47.8 uW
  – Sequential share of power: 0
  – Clock power frac: 0
  – Net Sw Power: 25.3 uW
  – PwrDens: approximately 120 mW/mm^2
  – Sw Ratio: 0.346
  – Leak pwr: 0.000258 uW
  – Comb pwr share: 1.000

Yosys
  – Largest area contributor in the synthesized netlist: ha_1
  – Unique cell types: 22
  – Synth top area cells: ha_1 (30%), a21oi_1 (7.5%), a311o_1 (6.0%), fa_1 (6.0%), xnor2_1 (5.2%)
  – Most frequent cell after synthesis: ha_1
  – YS chip area: 335 sq um
  – Register area share after synthesis: 0
  – Synth Cell Area: 335 sq um
  – Post-Syn Area per Cell: roughly 7.6 sq um
  – Top-area cell share: 0.299
  – Synth cell count leaders: ha_1 (8), a21oi_1 (5), nand2_1 (3)
  – Gate Count Post-Synth: 44
  – Cells in synth_stat.txt: ~44
  – Warning count from the yosys run: 3

Timing
  – RSZ-0062 raised after global routing: false
  – Fin. Hold Viols: 0
  – Final hold slack: just over 3000 ps
  – Count of final setup violators: 0
  – Tmin final: 4180 ps
  – Setup TNS: 0 ps
  – Fin crit share: 0.820
  – Final Max Tran Viols: 0
  – FMAX: roughly 240 MHz

Flow run
  – Max cap viols: 0
  – Tool Warnings: 32

Worst hold path
  – Hold Path Depth: 3
  – Hold Startpoint: b[0]
  – Endpoint, Worst Hold: sum[0]
  – Hold Path Class: in2out

Run status
  – Status: finished, final reports clean

Placed design
  – Hpwl dp: 1.02 mm
  – I/O Buffers: 25
  – Gpl congestion: just under 0.7
-- layer usage --
layer	vias to the layer above	routed length, um
li1	211	-
met1	163	521
met2	16	397
met3	0	164
met4	0	0
met5	-	0
-- critical path, stage by stage --
cell and delay, ps:
clkdlybuf4s50_1 400, ha_1 230, fa_1 400, a21oi_1 230, nor2_1 90, nor2_1 150
xnor2_1 140, clkdlybuf4s50_1 490
-- cell usage in the layout (no fill, tap or decap), drive strengths merged --
cell type,count
xor2,2
fa,1
nor2b,2
xnor2,2
a21oi,5
nor3,2
nand2,3
a21o,2
nor4,1
mux2i,1
a311o,2
a2111oi,1
conb,1
o21bai,1
a221oi,1
clkdlybuf4s50,25
nor2,2
nand3,2
ha,8
inv,3
o21ai,1
-- worst max-delay path by stage --
stage	to	slack (ps)	cells after the start
final	sum[6]	920	8
after CTS	sum[6]	900	8
after global routing	sum[6]	770	8
-- area by class of cell --
class	instances	area, sq um
Timing Repair Buffer	25	250
Fill cell	385	2780
Multi-Input combinational cell	40	317
Tap cell	46	57.6
Inverter	3	11.3
-- cells by family (layout without fill, tap and decap cells) --
logic type	after synthesis	count (layout)	share of synthesized area
xor gates and xnor gates	4	4	0.104
AOI/OAI and AO/OA	13	13	0.269
and+or+nand+nor	12	12	0.172
adders and majority gates	9	9	0.358
other	1	1	0.0112
muxes	1	1	0.0299
buffers and inverters	4	28	0.0560
-- power by group through the flow --
stage,Clock (uW),Sequential [uW],Combinational [uW]
global route,0,0,82.8
finish,0,0,73.2
CTS,0,0,74.7
-- stage by stage --
stage / worst slack (ps) / cells / total power [uW] / cell area [sq um]
after global routing: 769 / 114 / 82.8 / 636
after detailed placement: 922 / 114 / 74.3 / 636
after floorplan: 2010 / 44 / 29.6 / 335
after global placement: 961 / 114 / 73.5 / 636
final: 919 / 114 / 73.2 / 636
after CTS: 902 / 114 / 74.7 / 636
Power figures rest on the tool's default switching activity, not on a simulated workload.
